--- design/flow/design.v ---
module metaColor (clk, d1, q2, reset);
	input logic clk, reset;
	input logic [2:0] d1;
	output logic [2:0] q2;
	logic [2:0] q1;	
	always_ff @(posedge clk) begin
		if (reset) begin
            q1 <= 0;
            q2 <= 0;
		end
		else begin
            q1 <= d1;
            q2 <= q1;
		end
	end
endmodule  
--- design/flow/run.sh ---
#!/bin/bash
# OpenROAD 26Q1-2900-gdf79404cd8, Yosys 0.63+post, stock flow scripts
make -C /OpenROAD-flow-scripts/flow DESIGN_CONFIG=/design/flow/config.mk WORK_HOME=/design/flow/orfs finish
--- design/flow/config.mk ---
export PLATFORM = sky130hd
export DESIGN_NAME = metaColor
export DESIGN_NICKNAME = metaColor
export VERILOG_FILES = /design/flow/design.v
export SDC_FILE = /design/flow/constraint.sdc
export NUM_CORES = 4
export LEC_CHECK = 1
export CORE_AREA = 10 10 70 70
export DIE_AREA = 0 0 80 80
--- design/flow/constraint.sdc ---
current_design metaColor

set clk_period 1.0
set clk_io_pct 0.2

create_clock -name clk0 -period $clk_period [get_ports {clk}]

set non_clock_inputs [all_inputs -no_clocks]
set_input_delay [expr $clk_period * $clk_io_pct] -clock clk0 $non_clock_inputs
set_output_delay [expr $clk_period * $clk_io_pct] -clock clk0 [all_outputs]
==> impl_metrics.prom <==
# HELP chip_impl_metric Yosys and OpenROAD flow results
# TYPE chip_impl_metric gauge
chip_impl_metric{name="grt_antenna_before_repair",unit=""} 0
chip_impl_info{name="cp-start-kind",value="flip-flop"} 1
chip_impl_metric{name="critical_path_required",unit="ns"} 0.80
chip_impl_info{name="worst_path_dominant_cell_family",value="flip-flops"} 1
chip_impl_info{name="timing.rr.end",value="q2[2]"} 1
chip_impl_info{name="clock-root-buffer",value="clkbuf_4"} 1
chip_impl_metric{name="grt_usage",unit="%"} 1.41
chip_impl_info{name="timing.hold.worst.class",value="flip-flop to flip-flop"} 1
chip_impl_metric{name="dieArea",unit="sq mm"} 0.00640
chip_impl_metric{name="first_global_vias",unit=""} 151
chip_impl_metric{name="die_x",unit="um"} 80
chip_impl_info{name="worstPathCellList",value="clkdlybuf4s15_1"} 1
chip_impl_metric{name="placed_area",unit="sq um"} 285
chip_impl_metric{name="ys_seq_share",unit="%"} 76.2
chip_impl_metric{name="diodes",unit=""} 0
chip_impl_metric{name="viasPerCell",unit=""} 1.68
chip_impl_metric{name="post-route-period-util",unit="%"} 94.1
chip_impl_info{name="worst_path_class_setup",value="flip-flop to output port"} 1
chip_impl_metric{name="grt_total_ovfl",unit=""} 0
chip_impl_metric{name="reg2regPathDepth",unit=""} 1
chip_impl_metric{name="power.leakage",unit="nW"} 0.106
chip_impl_metric{name="ioPinCount",unit=""} 8
chip_impl_metric{name="post_cts_hold_buffer_count",unit=""} 0
chip_impl_metric{name="grt_pass1_wl",unit="um"} 648
chip_impl_metric{name="ys_types",unit=""} 2
chip_impl_metric{name="clock_latency",unit="ns"} 0.24
chip_impl_metric{name="yosys_warnings",unit=""} 1
chip_impl_info{name="hold_path_startpoint",value="q1[1]"} 1
chip_impl_metric{name="cts-buffers-inserted",unit=""} 3
chip_impl_metric{name="flow.area_growth_from_synthesis",unit="%"} 95.2
chip_impl_metric{name="tns",unit="ns"} 0
chip_impl_info{name="regToRegStartpoint",value="q1[2]"} 1
chip_impl_metric{name="synthesis.area",unit="sq um"} 158
chip_impl_metric{name="synth_cells",unit=""} 12
chip_impl_info{name="rsz0062_at_grt",value="false"} 1
chip_impl_metric{name="core_area",unit="sq mm"} 0.00342
chip_impl_metric{name="fp_util",unit="%"} 4.62
chip_impl_metric{name="finalSetupViolations",unit=""} 0
chip_impl_info{name="hold_path_end",value="q2[1]"} 1
chip_impl_metric{name="final_cell_area",unit="sq um"} 308
chip_impl_metric{name="synth.avg_cell_area",unit="sq um"} 13.1
chip_impl_metric{name="delay_of_the_slowest_cell_on_the_worst_path",unit="ns"} 0.32
chip_impl_metric{name="synth_stat.cells",unit=""} 12
chip_impl_metric{name="tool_warnings",unit=""} 25
chip_impl_metric{name="whs_path_depth",unit=""} 1
chip_impl_metric{name="synth-area-yosys",unit="sq um"} 158
chip_impl_info{name="endpoint_kind",value="output port"} 1
chip_impl_metric{name="finalWeightedCongestion",unit=""} 0.625
chip_impl_metric{name="io_buffers",unit=""} 7
chip_impl_metric{name="post_route_cells_drive_above_1_share",unit="%"} 13.6
chip_impl_metric{name="postCtsSetupBuffers",unit=""} 0
chip_impl_metric{name="worst_ep_arrival_time",unit="ns"} 0.74
chip_impl_info{name="cp_max_stage_cell",value="dfxtp_1"} 1
chip_impl_metric{name="drt_iter0_drc",unit=""} 0
chip_impl_info{name="outcome",value="finished clean"} 1
chip_impl_metric{name="placementRows",unit=""} 21
chip_impl_metric{name="avgRoutedWirePerCell",unit="um"} 5.37
chip_impl_metric{name="drt-pass1-iter-count",unit=""} 1
chip_impl_metric{name="power_density",unit="mW/mm^2"} 1620
chip_impl_metric{name="floorplan.die.height",unit="um"} 80
chip_impl_metric{name="antenna_left",unit=""} 0
chip_impl_metric{name="tally_of_max_capacitance_violations",unit=""} 0
chip_impl_metric{name="grt_max_degree",unit=""} 7
chip_impl_metric{name="ys.flops",unit=""} 6
chip_impl_metric{name="power.ir.vdd_worst",unit="uV"} 1080
chip_impl_metric{name="vias",unit=""} 114
chip_impl_metric{name="finalWirelength",unit="um"} 365
chip_impl_metric{name="final.setup_skew",unit="ns"} 0.00399
chip_impl_metric{name="clk_transition_reported_paths",unit="ns"} 0.04
chip_impl_metric{name="clock_tree.buffer_depth",unit=""} 2
chip_impl_metric{name="max_freq",unit="MHz"} 1060
chip_impl_metric{name="post-route-min-period",unit="ns"} 0.941
chip_impl_metric{name="critical_path_buf_inv_count",unit=""} 1
chip_impl_metric{name="timing.critical_path.fanout_max",unit=""} 1
chip_impl_metric{name="final-hold-violation-count",unit=""} 0
chip_impl_info{name="tritoncts_clock_tree",value="built"} 1
chip_impl_metric{name="ff2ff_setup_slack",unit="ns"} 0.49
chip_impl_metric{name="tightestPinTransition",unit="ns"} 0.200
chip_impl_metric{name="fin_worst_hold_slack",unit="ns"} 0.435
chip_impl_metric{name="timing_max_transition_violations_final",unit=""} 0
chip_impl_metric{name="htree_levels",unit=""} 1
chip_impl_metric{name="drcViolationCount",unit=""} 0
chip_impl_metric{name="cts_sinks",unit=""} 6
chip_impl_metric{name="slew_headroom",unit="%"} 86.6
-- Yosys cell counts --
cell type,instances,area [sq um]
dfxtp_1,6,120
nor2b_1,6,37.5
-- layout make-up --
class	count	area [sq um]
well taps	46	57.6
clock buffers	3	22.5
repair buffers	7	70.1
flip-flops and latches	6	120
multi-input cells	6	37.5
fillers	408	3110
-- placed cells by master (no fill, tap or decap) --
| cell | instances |
|---|---|
| nor2b_1 | 6 |
| clkdlybuf4s50_1 | 4 |
| dfxtp_1 | 6 |
| clkbuf_4 | 3 |
| clkdlybuf4s15_1 | 3 |
-- metrics by stage --
step / setup WS, ns / power, W / util (%) / cells
2_1_floorplan: 0.510 / 0.000263 / - / 12
3_3_place_gp: 0.0171 / 0.000292 / 8.35 / 65
3_5_place_dp: 0.0150 / 0.000294 / 8.35 / 65
4_1_cts: 0.00640 / 0.000508 / 8.90 / 68
5_1_grt: 0.00987 / 0.000541 / 9.01 / 68
6_report: 0.0587 / 0.000500 / 9.01 / 68
-- power by group --
part | switching, W | internal (W)
sequential | 0.00000252 | 0.000251
clock | 0.0000781 | 0.000135
combinational | 0.00000808 | 0.0000245
total | 0.0000887 | 0.000411
-- worst max path at each step --
stage / from / endpoint / slack [ns] / cells past startpoint
CTS: q2[0] / q2[0] / 0.006 / 1
global route: q2[2] / q2[2] / 0.01 / 1
finish: q2[0] / q2[0] / 0.06 / 1
-- metal layers --
layer  global-route usage (%)  vias to the layer above  routed length [um]
met3                     1.59                        0                  51
met2                     1.20                       12                  90
met4                    0.352                        0                   0
met5                        0                        -                   0
li1                         -                       56                   -
met1                     2.00                       46                 223
-- registers in the layout, indices dropped and copies added, names as in the netlist --
name and count:
q1 3, q2 3
-- timing repair --
action / in CTS / in global routing
gates resized: 3 / 3
hold endpoints to repair: 0 / 0
endpoints found under the setup margin: 3 / 3
-- cells by family (layout without fill, tap and decap cells) --
family	after synthesis	after routing	synth area share, %
AND/OR/NAND/NOR	6	6	23.8
flip-flops	6	6	76.2
buffers and inverters	0	10	0
Power and IR drop assume default switching activity.
