==> /design/flow/design.v <==
module metaEleven (clk, d1, q2, reset);
	input logic clk, reset;
	input logic [10:0] d1;
	output logic [10:0] q2;
	logic [10:0] q1;	
	always_ff @(posedge clk) begin
		if (reset) begin
            q1 <= 0;
            q2 <= 0;
		end
		else begin
            q1 <= d1;
            q2 <= q1;
		end
	end
endmodule  
==> /design/flow/run.sh <==
#!/bin/bash
# OpenROAD 26Q1-2900-gdf79404cd8, Yosys 0.63+post, stock flow scripts
make -C /OpenROAD-flow-scripts/flow DESIGN_CONFIG=/design/flow/config.mk WORK_HOME=/design/flow/orfs finish
==> /design/flow/config.mk <==
export PLATFORM = sky130hd
export DESIGN_NAME = metaEleven
export DESIGN_NICKNAME = metaEleven
export VERILOG_FILES = /design/flow/design.v
export SDC_FILE = /design/flow/constraint.sdc
export NUM_CORES = 4
export LEC_CHECK = 1
export CORE_AREA = 10 10 70 70
export DIE_AREA = 0 0 80 80
==> /design/flow/constraint.sdc <==
current_design metaEleven

set clk_period 1.0
set clk_io_pct 0.2

create_clock -name clk0 -period $clk_period [get_ports {clk}]

set non_clock_inputs [all_inputs -no_clocks]
set_input_delay [expr $clk_period * $clk_io_pct] -clock clk0 $non_clock_inputs
set_output_delay [expr $clk_period * $clk_io_pct] -clock clk0 [all_outputs]
==> results_slide.txt <==
Key Metrics from the Run

Logic synthesis
  • Distinct lib cells used: 5
  • Simple-Gate Area Share: 0.277
  • Ao+oa area frac: 0
  • Top non-seq family: simple AND/OR/NAND/NOR gates
  • Cell Area, Synth: 641 sq um
  • MUX share of area: 0
  • Synthesized area per cell: 13.9 sq um
  • Cell type with the largest total area: dfxtp_1
  • Area share, top type: 0.688
  • Flops out of synthesis: 22
  • Register area share after synthesis: 0.687
  • Yosys cell count: 46
  • Cell area leaders: dfxtp_1 69%, nor2b_2 21%, nor2b_1 4.9%, buf_6 3.5%, and2b_1 2.3%
  • Yosys warning tally: 1
  • Xor+xnor area frac: 0
  • Yosys Chip Area: 641 sq um
  • Fa+ha+maj area frac: 0
  • Gate Count Post-Synth: 46

Floorplanning
  • Num ports: 24
  • Rows: 21
  • Fp_density: 0.188
  • Die height: 80 um
  • Area of the core: 3420 sq um
  • Die width: 80 um
  • Chip area: 6400 sq um

Worst setup path
  • Crit-path max cell delay: 0.31 ns
  • Crit-path slowest cell: dfxtp_1
  • Setup crit end kind: output pin
  • Setup crit start kind: flop
  • WP data arrival: 0.71 ns
  • Worst Path Max Fanout: 1
  • Crit path DRT: 0.80 ns
  • CP cell instances: buf_2
  • Type of the worst setup path: flop to output pin
  • CP top delay family: flip-flops
  • WP buf/inv: 1

Final timing
  • Slew HR: 0.852
  • Cycle use final: 0.910
  • Max Clock Skew: 0.00217 ns
  • Final worst path period need: 0.910 ns
  • Fmax: 1100 MHz
  • Worst slew pin tran: 0.221 ns
  • Final max-slew violation count: 0
  • Setup ws final: 0.0896 ns
  • Worst hold slack: 0.444 ns
  • RSZ-0062 raised after global routing: false
  • Final setup viols: 0
  • Final hold violation count: 0

Clock network
  • Num CTS Buffers: 3
  • CTS Root Buffer Type: clkbuf_4
  • Setup Fix Bufs, Post-CTS: 0
  • H-tree depth: 1
  • Clock sink total: 22
  • Clock buffer depth: 2
  • Clock transition at the registers of the reported paths: 0.11 ns
  • Hold-fix buffers, CTS: 0
  • Worst-Skew Late Latency: 0.29 ns
  • TritonCTS clock tree: done

Place
  • Gpl congestion: 0.694
  • Worst slack at placement: -0.166 ns
  • # port buffers: 23
  • DP HPWL: 890 um
  • Area post-placement: 933 sq um

Power and ir drop
  • Clock power frac: 0.263
  • Psw: 275 uW
  • Sw Ratio: 0.193
  • Power Internal: 1.15 mW
  • Pwr dens: 1580 nW/um^2
  • Worst vdd ir: 0.592 mV
  • Flop pwr share: 0.650
  • Overall power: 1.42 mW
  • Static Leak: 0.379 nW
  • Combinational share of power: 0.087

Layout
  • Final instance area: 901 sq um
  • Area grow syn2layout: 40.6%
  • Area of the multi-input gates: 178 sq um
  • Fraction of layout cells with a size suffix above 1: 0.431
  • Top logic cell by instance count in the layout: dfxtp_1
  • Register area: 440 sq um
  • Top Layout Cells: 22 x dfxtp_1, 15 x nor2b_2, 12 x clkdlybuf4s50_1
  • Number of fill cells in the layout: 365

Route
  • WL/cell: 9.55 um
  • Antenna cells: 0
  • Vias per Instance: 3.09
  • Drt pass-1 iters: 2
  • First DRT Iteration DRCs: 13
  • Vias: 365
  • DRC Markers: 0
  • Routed WL: 1.13 mm
  • Post-route ant nets: 0

GRT
  • Total track usage: 0.0352
  • Largest net degree at the start of global routing: 14
  • First-pass GRT wire length: 1.73 mm
  • Total gr overflow: 0
  • Initial antenna violation count: 0
  • Number of global-route vias before repair: 364

Run
  • OpenROAD warnings: 25
  • Max Cap Violations: 0

Min path
  • Hold Path Class: flop to flop

Outcome
  • Run status: finished clean
==> power groups by stage <==
| stage | registers, mW | logic (mW) | clock network, mW |
|---|---|---|---|
| 6_report | 0.924 | 0.124 | 0.374 |
| 5_1_grt | 0.929 | 0.137 | 0.442 |
| 4_1_cts | 0.925 | 0.131 | 0.399 |
==> repair_timing <==
action	CTS	global route
gates cloned	0	0
setup endpoints to repair	11	3
resized	30	3
==> state kept, by name, indices dropped and copies added, names as in the netlist <==
name  cells
q1       11
q2       11
==> logic make-up after synthesis <==
family                 Yosys count
DFF                             22
buffers and inverters            2
and+or+nand+nor                 22
==> stage by stage <==
stage / TNS (ns) / utilization / instances
2_1_floorplan: 0 / - / 46
3_3_place_gp: -2.62 / 0.273 / 115
3_5_place_dp: -2.98 / 0.273 / 115
4_1_cts: 0 / 0.268 / 118
5_1_grt: 0 / 0.264 / 118
6_report: 0 / 0.264 / 118
==> cell usage after synthesis <==
cell type and n:
buf_6 2, nor2b_2 15, and2b_1 2, nor2b_1 5, dfxtp_1 22
==> per-layer routing <==
metal / GRT usage / up-vias / wire [um]
met5: 0 / - / 0
met2: 0.0578 / 17 / 530
met1: 0.0360 / 158 / 449
met3: 0.0273 / 2 / 135
met4: 0.00352 / 0 / 12
li1: - / 188 / -
==> final cells by class <==
type / count / share of cell area
Multi-Input combinational cell: 22 / 0.197
Timing Repair Buffer: 25 / 0.225
Sequential cell: 22 / 0.489
Clock buffer: 3 / 0.0250
Tap cell: 46 / 0.0639
==> worst paths after layout <==
path | start | to | slack [ns] | cells after the start
setup / recovery | q2[7] | q2[7] | 0.09 | 1
hold / removal | q1[8] | q2[8] | 0.44 | 1
setup reg to reg | q1[2] | q2[2] | 0.46 | 1
hold reg to reg | q1[8] | q2[8] | 0.44 | 1
Power and IR drop assume default switching activity.
