File: flow/run.sh
#!/bin/bash
# OpenROAD 26Q1-2900-gdf79404cd8, Yosys 0.63+post, stock flow scripts
make -C /OpenROAD-flow-scripts/flow DESIGN_CONFIG=/design/flow/config.mk WORK_HOME=/design/flow/orfs finish
File: flow/config.mk
export PLATFORM = sky130hd
export DESIGN_NAME = clock_divider
export DESIGN_NICKNAME = clock_divider
export VERILOG_FILES = /design/flow/design.v
export SDC_FILE = /design/flow/constraint.sdc
export NUM_CORES = 4
export LEC_CHECK = 1
export CORE_UTILIZATION = 30
File: flow/constraint.sdc
current_design clock_divider

set clk_period 5.4
set clk_io_pct 0.2

create_clock -name clk0 -period $clk_period [get_ports {clk}]

set non_clock_inputs [all_inputs -no_clocks]
set_input_delay [expr $clk_period * $clk_io_pct] -clock clk0 $non_clock_inputs
set_output_delay [expr $clk_period * $clk_io_pct] -clock clk0 [all_outputs]
File: flow/design.v
module clock_divider (clk, reset, divided_clocks);
		 input logic reset, clk;
		 output logic [31:0] divided_clocks = 0;
		 always_ff @(posedge clk) begin
			divided_clocks <= divided_clocks + 1;
		 end
endmodule  
==> results_dict.tcl <==
# implementation run metrics
set metrics [dict create \
    run_status "finished clean" \
    finalClockSkew_ns 0.003893 \
    achievable-frequency_mhz 434.2 \
    initial_utilization_pct 32.05 \
    die-width_um 68.30 \
    yosysChipArea_mm2 0.001319 \
    worstPathArrival_ns 1.22 \
    layout.cells.most_common_list "dfxtp_1, clkdlybuf4s50_1, xor2_1" \
    h-tree-depth 2 \
    io_buffers 32 \
    antenna_cells 0 \
    tool_warnings 26 \
    regMostFlops "divided_clocks" \
    cp_class "register to primary output" \
    grt.overflow.total 0 \
    sequential_cell_area_um2 640.6 \
    io_pins 34 \
    critPathLaunchType "register" \
    crit_family "buffers and inverters" \
    largest_reg_flops 32 \
    initialDrtViolationCount 43 \
    clock_latency_reported_for_the_late_side_of_the_worst_skew_pair_ns 0.28 \
    antenna_found_initial 0 \
    tritoncts_sink_count 32 \
    worstPathBufferInverterCount 1 \
    synthesis.area_per_instance_um2 10.38 \
    drt_drc_violations_left 0 \
    combinationalPowerShare_pct 0 \
    p_clk_share_pct 44.0 \
    avgRoutedWirePerCell_um 11.40 \
    finalWeightedCongestion 0.7298 \
    end_of_flow_core_utilization_pct 42.93 \
    chipHeight_um 68.30 \
    numSynthFlops 32 \
    critPathRequiredTime_ns 4.32 \
    fin_hold_ws_ns 0.4488 \
    post-place-ws_ns 3.394 \
    detail_route.first_pass.iterations 3 \
    hold_path_class "register to register" \
    finalPower_uw 421.6 \
    synth_cells 127 \
    grt_max_degree 12 \
    cts-resized-gates 0 \
    ys_types 24 \
    worst_path_max_delay_cell "clkdlybuf4s50_1" \
    intPower_uw 339.8 \
    dieArea_mm2 0.004665 \
    grt_use_total_pct 12.01 \
    core_area_mm2 0.004115 \
    hold_buffers 0 \
    path_max_fanout 6 \
    leakagePower_nw 0.7040 \
    timing_worst_slew_pin_value_ns 0.5866 \
    final_min_period_ns 2.303 \
    power.share.switching_pct 19.40 \
    slew_violations 0 \
    syn2layout_area_growth_pct 33.97 \
    grt_pass1_vias 829 \
    seq_area_frac_synth_pct 48.58 \
    ys_cells 127 \
    final.fill_count 376 \
    sequentialPowerShare_pct 56.0 \
    buffer_type_at_the_clock_tree_root "clkbuf_8" \
    tns_ns 0 \
    clock_transition_at_the_register_clock_pins_on_the_worst_setup_and_hold_paths_after_cts_ns 0.06 \
    finalSetupViolations 0 \
    detailed_place.area_mm2 0.001677 \
    first_pass_grt_wire_length_mm 4.084 \
    min_period_over_period_pct 42.65 \
    post-place-cells 205 \
    vias 966 \
    final_layout_size_suffix_gt1_share_pct 9.816 \
    total_switching_power_uw 81.81 \
    tritoncts_clock_tree "built" \
    tritoncts.num_buffers 5 \
    cts_max_path_buffers 2 \
    cp_slowest_stage_delay_ns 0.50 \
    setup_repair_after_global_routing_missed_its_margin "false" \
    mappedNetlistArea_mm2 0.001319 \
    wirelength_mm 2.428 \
    crit_path_cell_trace "clkdlybuf4s50_1" \
    timing.max_slew.rel_slack_pct 60.78 \
    worst_slack_ns 3.097 \
    via_cell_ratio 4.535 \
    final_cell_count_no_fill 213 \
    layout.area.comb_um2 634.4 \
    cp-end-kind "primary output" \
    largestRegisters "divided_clocks x32" \
    ys.warnings.count 1 \
    postCtsSetupBuffers 0 \
    vdd_drop_max_mv 0.09754 \
    dp.final_hpwl_mm 1.621 \
    final_antenna_net_count 0 \
    row_cnt 23 \
    power_density_mw_per_mm2 238.6 \
    design_area_mm2 0.001767 \
    maxCapViolations 0 \
    hold_vio_cnt_final 0 \
]
## kinds of logic (layout without fill, tap and decap cells)
kind of cell,count (synthesis),count (layout),synth area share [%]
simple gates,55,55,27.23
xor+xnor,30,30,19.92
buf+inv,9,45,3.321
fa+ha+maj,1,1,0.9486
flops,32,32,48.58
## area by class of cell
type                            instances  share of cell area [%]
Tap cell                               50                   3.541
Clock buffer                            8                   5.099
Multi-Input combinational cell         86                   35.91
Sequential cell                        32                   36.26
Timing Repair Buffer                   32                   18.13
Inverter                                5                   1.062
## routing by layer
| layer | part of all wire [%] | global-route usage [%] |
|---|---|---|
| met5 | 0 | 0 |
| met4 | 1.1 | 1.302 |
| met3 | 7.4 | 4.730 |
| met2 | 40 | 15.81 |
| met1 | 52 | 19.10 |
## final timing paths
check,from,to,slack [ns],cells after the start
setup / recovery,divided_clocks[2]$_DFF_P_,divided_clocks[2],3.10,1
setup reg to reg,divided_clocks[0]$_DFF_P_,divided_clocks[24]$_DFF_P_,3.52,5
hold / removal,divided_clocks[0]$_DFF_P_,divided_clocks[0]$_DFF_P_,0.45,1
hold reg to reg,divided_clocks[0]$_DFF_P_,divided_clocks[0]$_DFF_P_,0.45,1
## cell usage after synthesis (all sizes together)
library cell | count | area [µm²]
nand3 | 12 | 70.07
nor2 | 6 | 22.52
nor4 | 10 | 108.9
or2 | 1 | 6.260
and4 | 4 | 35.03
nand2b | 1 | 6.260
nand4 | 3 | 18.77
nand2 | 9 | 33.78
ha | 1 | 12.51
buf | 4 | 25.02
dfxtp | 32 | 640.6
inv | 5 | 18.77
and3 | 2 | 12.51
xnor2 | 10 | 87.58
nor3 | 4 | 20.02
nor3b | 1 | 7.510
xor2 | 20 | 175.2
or3 | 2 | 17.52
## power groups by stage
stage	Combinational [mW]	Clock [mW]	Sequential (mW)
4_1_cts	0.000000401	0.192	0.236
5_1_grt	0.000000401	0.205	0.236
6_report	0.000000401	0.186	0.236
Power and IR drop assume default switching activity.
